===== /design/flow/run.sh =====
#!/bin/bash
# OpenROAD 26Q1-2900-gdf79404cd8, Yosys 0.63+post, stock flow scripts
make -C /OpenROAD-flow-scripts/flow DESIGN_CONFIG=/design/flow/config.mk WORK_HOME=/design/flow/orfs finish

===== /design/flow/config.mk =====
export PLATFORM = sky130hd
export DESIGN_NAME = alu
export DESIGN_NICKNAME = alu
export VERILOG_FILES = /design/flow/design.v
export SDC_FILE = /design/flow/constraint.sdc
export NUM_CORES = 4
export LEC_CHECK = 1
export CORE_UTILIZATION = 40

===== /design/flow/constraint.sdc =====
current_design alu

set clk_period 63.7
set clk_io_pct 0.2

create_clock -name clk0 -period $clk_period

set non_clock_inputs [all_inputs -no_clocks]
set_input_delay [expr $clk_period * $clk_io_pct] -clock clk0 $non_clock_inputs
set_output_delay [expr $clk_period * $clk_io_pct] -clock clk0 [all_outputs]

===== /design/flow/design.v =====
module alu(
	input [63:0] a,
	input [63:0] b,
	input [6:0] f,
	output [63:0] y,
	output zero
	);
	wire [63:0] aa, bb;
	wire [63:0] _and, _or, _xor, _sum, _slt, _sgt, _seq, _mul, _lshift, _rshift;
	wire [64:0] _carry, true_sum;
	wire [127:0] _mul_carry;
	reg [63:0] _y;
	assign aa = f[6] ? ~a : a;
	assign bb = f[5] ? ~b : b;
	assign _and = aa & bb;
	assign _or = aa | bb;
	assign _xor = aa ^ bb;
	assign true_sum = aa+bb+ (f[6] | f[5]);
	assign _sum = true_sum[63:0];
	assign _carry = true_sum[64];
	assign _slt = _sum[63] >> 63;
	and_64_bit and_64_bit1(~_xor, _seq);
	assign _sgt = ~(_seq & _slt) >> 63;
	assign _mul = aa * bb;
	assign _mul_carry = aa*bb;
	assign _lshift = aa << bb;
	assign _rshift = aa >> bb;
	always @(*) begin
		case (f[4:1]) 
			4'h0: _y <= _and;
			4'h1: _y <= _or;
			4'h2: _y <= _xor;
			4'h3: _y <= _sum;
			4'h4: _y <= 64'h0 | _slt;
			4'h5: _y <= 64'h0 | _sgt;
			4'h6: _y <= 64'h0 | _seq;
			4'h7: _y <= _carry[64];
			4'h8: _y <= _mul;
			4'h9: _y <= _mul_carry[127:64];
			4'hA: _y <= _lshift;
			4'hB: _y <= _rshift;
			4'hC: _y <= 64'h0000_0000;
			4'hD: _y <= 64'h0000_0000;
			4'hE: _y <= 64'h0000_0000;
			4'hF: _y <= 64'h0000_0000;
		endcase
	end
	assign y = f[0] ? ~_y : _y;
	assign zero = ( y == 64'b0 );
endmodule
module and_64_bit(
	input [63:0] A,
	output [63:0] y
	);
	assign y = 64'h0 | A[0] & A[1] & A[2] & A[3] & A[4] & A[5] & A[6] & A[7] & A[8] & A[9] & A[10] & A[11] & A[12] & A[13] & A[14] & A[15] & A[16] & A[17] & A[18] & A[19] & A[20] & A[21] & A[22] & A[23] & A[24] & A[25] & A[26] & A[27] & A[28] & A[29] & A[30] & A[31] & A[32] & A[33] & A[34] & A[35] & A[36] & A[37] & A[38] & A[39] & A[40] & A[41] & A[42] & A[43] & A[44] & A[45] & A[46] & A[47] & A[48] & A[49] & A[50] & A[51] & A[52] & A[53] & A[54] & A[55] & A[56] & A[57] & A[58] & A[59] & A[60] & A[61] & A[62] & A[63];
endmodule
module alu_old(
    input [31:0] a,
    input [31:0] b,
    input [2:0] f,
    output [31:0] y,
    output zero
    );
    wire [31:0] BB, b2, AddOut, And_res, Or_res, slt_res;
    assign BB = ~b; 
    assign b2 = f[2] ? BB : b;
    assign AddOut = a + b2 + f[2];   
    assign And_res = a & b2;
    assign Or_res = a | b2;
    assign slt_res = AddOut[31] ? 32'b1 : 32'b0;
    assign y = ( f[1:0] == 2'b00) ? And_res : 
                     ( f[1:0] == 2'b01) ? Or_res :
                     ( f[1:0] == 2'b10) ? AddOut : slt_res;
    assign zero = (y == 32'b0);
endmodule

==> results_dict.tcl <==
# yosys + openroad results
set metrics [dict create \
    status "complete, no violations" \
    arrival_ns 28.52 \
    syn-cell-area_sq_um 148000 \
    yosys_warnings 1 \
    switchingPower_mw 114 \
    fin_crit_ns 41.26 \
    fin_setup_tns_ns 0 \
    via_count 135473 \
    grt_pass1_wl_mm 1250 \
    final_cell_area_sq_um 160000 \
    final.clkbuf_count 0 \
    drt-total-wl_mm 930 \
    place.gp.congestion 1.14 \
    critPathMaxFanout 27 \
    p_leak_nw 79.2 \
    hold_class "input port to output port" \
    drive_gt1_frac 0.0698 \
    hpwl_mm 770 \
    postCtsSetupBuffers 0 \
    ys_area_sq_um 148000 \
    antenna_left 0 \
    period_used_share 0.648 \
    wl_per_cell_um 41.0 \
    rsz0062_at_grt "false" \
    slowest_stage "clkinv_1" \
    yosys.stat.seqShare 0 \
    crit_path_end_kind "output port" \
    sw_frac_of_total 0.712 \
    chipArea_sq_um 371000 \
    placedInstanceArea_sq_um 160000 \
    post_cts_resized 0 \
    hold_violations 0 \
    syn-mean-instance-area_sq_um 8.24 \
    io_buffers 200 \
    startpoint "f[5]" \
    die_w_um 609 \
    die_y_um 609 \
    worst_pin_slew_ns 1.40 \
    cpPeakStageDelay_ns 1.13 \
    warning_count 96 \
    ys_cells 17913 \
    grt_use_total 0.539 \
    crit_required_ns 50.96 \
    drt_iter0_markers 10966 \
    firstDrtPassIters 9 \
    seq_cells 0 \
    synthCells 17913 \
    fp_util 0.403 \
    setup_viol 0 \
    power_density_nw_per_um2 1000 \
    final_cell_mix "3,839 x fa_1, 3,773 x inv_1, 3,721 x nand2_1" \
    layout.cells.non_filler 22698 \
    grt_overflow 0 \
    postCtsHoldBufs 0 \
    slew_violations 0 \
    antenna_found_initial 134 \
    startpoint_type "input port" \
    min_path_cells 3 \
    rows 222 \
    vdd_drop_max_mv 3.59 \
    internal_power_mw 46.3 \
    critical_path_class "input port to output port" \
    crit_path_frequent_cell "fa_1" \
    grt_pass1_vias 142917 \
    drv_cap 0 \
    yosysUniqueCellTypes 100 \
    fmax_mhz 24.2 \
    min_to "y[19]" \
    design.core.area_sq_um 366000 \
    slew_headroom 0.0631 \
    pin_count 200 \
    grt_max_degree 78 \
    seq_area_sq_um 0 \
    placed_cells 22582 \
    hp-start "f[0]" \
    vias_per_cell 5.97 \
    drcViolationCount 0 \
    syn2layout_area_growth_pct 8.48 \
    power.total_mw 161 \
    mostFrequentLayoutCell "fa_1" \
]
how the worst max path moves through the flow:
| stage | to | slack, ns | cells after the start |
|---|---|---|---|
| CTS | zero | 22.71 | 42 |
| global route | zero | 22.25 | 38 |
| finish | zero | 22.44 | 38 |
layer usage:
metal / GRT usage / part of all wire
met4: 0.376 / 0.093
met3: 0.333 / 0.16
met2: 0.709 / 0.40
met5: 0.0267 / 0.0020
met1: 0.656 / 0.34
layout make-up:
cell class	count	area (sq um)
Antenna cell	116	290
Fill cell	36498	206000
Inverter	3834	14400
Multi-Input combinational cell	12876	131000
Tap cell	4816	6030
Timing Repair Buffer	1056	8670
cells by family (layout without fill, tap and decap cells):
kind of cell	Yosys count	count (layout)	synth area share
buf+inv	5037	4890	0.130
xor+xnor	321	321	0.0193
other cells	0	116	0
fa+ha+maj	4621	4621	0.587
compound gates	1846	1846	0.0808
simple gates	5886	5886	0.164
mux	202	202	0.0195
stage by stage:
stage,setup WS [ns],util,hold WS (ns)
2_1_floorplan,26.80,-,25.55
3_3_place_gp,22.74,0.436,26.39
3_5_place_dp,22.78,0.436,26.40
4_1_cts,22.71,0.436,26.40
5_1_grt,22.25,0.436,26.41
6_report,22.44,0.437,26.43
power by group through the flow:
stage / sequential, mW / combinational [mW] / clock (mW)
global route: 0 / 166 / 0.00000000293
CTS: 0 / 158 / 0
synth_stat cells, types with 80 or more instances:
cell type / n / area [sq um]
fa_1: 3839 / 76900
inv_1: 3791 / 14200
nand2_1: 3727 / 14000
nor2_1: 1268 / 4760
clkbuf_1: 999 / 3750
ha_1: 782 / 9780
a21oi_1: 474 / 2370
o21ai_0: 414 / 2070
nand3_1: 173 / 866
xnor2_1: 167 / 1460
xor2_1: 150 / 1310
nand4_1: 142 / 888
nor3_1: 126 / 631
mux2i_1: 116 / 1160
a31oi_1: 98 / 613
buf_2: 98 / 490
buf_1: 83 / 312
a211oi_1: 82 / 616
a21o_1: 82 / 616
o211ai_1: 80 / 601
critical path: cells and delay by family:
kind / cells / cell delay (ns)
buffers and inverters: 11 / 4.47
adders and majority gates: 11 / 5.49
and+or+nand+nor: 5 / 2.19
AOI/OAI and AO/OA: 9 / 3.00
xor gates and xnor gates: 2 / 0.43
No activity file was given, so power comes from the tool's default toggle rates.
